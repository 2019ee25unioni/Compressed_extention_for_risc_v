**design/flow/run.sh**
```bash
#!/bin/bash
# OpenROAD 26Q1-2900-gdf79404cd8, Yosys 0.63+post, stock flow scripts
make -C /OpenROAD-flow-scripts/flow DESIGN_CONFIG=/design/flow/config.mk WORK_HOME=/design/flow/orfs finish
```
**design/flow/config.mk**
```make
export PLATFORM = sky130hd
export DESIGN_NAME = c_top
export DESIGN_NICKNAME = c_top
export VERILOG_FILES = /design/flow/design.v
export SDC_FILE = /design/flow/constraint.sdc
export NUM_CORES = 4
export LEC_CHECK = 1
export CORE_UTILIZATION = 40
```
**design/flow/constraint.sdc**
```tcl
current_design c_top

set clk_period 7.3
set clk_io_pct 0.2

create_clock -name clk0 -period $clk_period [get_ports {clk}]

set non_clock_inputs [all_inputs -no_clocks]
set_input_delay [expr $clk_period * $clk_io_pct] -clock clk0 $non_clock_inputs
set_output_delay [expr $clk_period * $clk_io_pct] -clock clk0 [all_outputs]
```
**design/flow/design.v**
```verilog
module c_decode (
    input logic [31:0] inst,input logic  pc,pc_missallign,  output logic next_comp16, output logic [31:0] compressed_inst_out
);
    logic [1:0] comp_opcode;
    logic [11:0] comp_load_i_type, comp_imm_stack_store,comp_imm_load_store, imm_Li, comp_i_tpye;
    logic [4:0] rs2, rs1,rd ; 
    logic [19:0] imm_jump, imm_LUI, imm_LUI_addi_16_sp;
    logic [2:0] comp_func3;
    logic [4:0] comp_rs1, comp_rs2, comp_rd;
    logic [15:0] comp_inst;
    logic illegal;	 
    logic [4:0]imm_sLLI;	 
    logic [7:0]imm;		 
    logic [11:0] comp_imm_branch, comp_addi_14_sp, imm_ANDI;
    logic [31:0] inst_load, inst_store, inst_load_stack, inst_store_stack, inst_jal , inst_j, inst_jalr,inst_jr, inst_branch_not, inst_branch_equal,inst_LI, inst_LUI, inst_r_type, inst_r_comp_type,inst_nop, inst_i_type, inst_addi_16_sp, inst_addi_14_sp, inst_SLLI, inst_sRLI, inst_sRAI, inst_ADD, inst_ANDI, inst_MV, inst_AND, inst_OR, inst_XOR, inst_SUB,inst_E_Break;	 
    logic [6:0] load_opcode, store_opcode, R_type_opcode, I_type_opcode, Jal_opcode, B_type_opcode, Jalr_opcode,LUI_opcode, AUIPC_opcode ;
    assign illegal =| comp_inst; 
    assign comp_opcode = comp_inst [1:0];
    assign comp_load_i_type = (({{6'b0},{comp_inst[3:2]},{comp_inst[12]}, {comp_inst[6:4]}}) << 2);  
    assign comp_imm_stack_store = (({{6'b0},{comp_inst[8:7]},{comp_inst[12:9]}}) << 2);   
    assign imm = comp_inst[12:5];    
    assign comp_imm_load_store = (({{7'b0},{comp_inst[5]},{comp_inst[12:10]}, {comp_inst[6]}}) << 2);  
    assign comp_imm_branch = {{3{comp_inst[12]}}, {comp_inst[12]},{comp_inst[6:5]},{comp_inst[2]}, {comp_inst[11:10]}, {comp_inst[4:3]}, {1'b0}};  
    assign rs2 = comp_inst [6:2];    
    assign rs1 = comp_inst [11:7];   
    assign rd =rs1;     	     
    assign comp_rs1 = {{2'b01},{comp_inst[9:7]}};    
    assign comp_rs2 = {{2'b01},{comp_inst[4:2]}};    
    assign comp_rd = {{2'b01},{comp_inst[4:2]}};     
    assign imm_jump =  (({{8{comp_inst[12]}},{comp_inst[12]}, {comp_inst[8]},{comp_inst[10:9]} , {comp_inst[6]} , {comp_inst[7]} , {comp_inst[2]} , {comp_inst[11]} , {comp_inst[5:3]} , 1'b0 }));  
    assign imm_Li = {{6{comp_inst[12]}} , {comp_inst[12]} , {comp_inst[6:2]}};
    assign imm_LUI = { {2{comp_inst[12]} },{comp_inst[12]} , {comp_inst [6:2]}, {12'b0}};
    assign imm_LUI_addi_16_sp =  {{10{comp_inst[12]}} ,{comp_inst[12]}, {comp_inst [4:3]},{comp_inst[5]},{comp_inst[2]},{comp_inst[6]} ,{4'b0} } ;
    assign comp_addi_14_sp = (({{4'b0}, {comp_inst[10:7]} ,  {comp_inst[12:11]},{comp_inst[5]} , {comp_inst[6]}} ) << 4);
    assign imm_sLLI = comp_inst[6:2] ;		     
    assign imm_ANDI = {{6{comp_inst[12]}} , {comp_inst[12]} , {comp_inst[6:2]}};
    assign comp_i_tpye = {{6{comp_inst[12]} }  ,  {comp_inst[12]}, {comp_inst [6:2]}};
    assign comp_func3 = comp_inst[15:13];
    assign load_opcode = 7'b0000011;
    assign store_opcode =7'b0100011;
    assign R_type_opcode =7'b0110011;
    assign I_type_opcode = 7'b0010011;
    assign B_type_opcode = 7'b1100011;
    assign Jal_opcode =7'b1101111;
    assign Jalr_opcode = 7'b1100111;
    assign LUI_opcode =7'b0110111;
    assign AUIPC_opcode= 7'b0010111;
    always_comb begin  
    if (pc_missallign) begin 
        comp_inst = inst[15:0];  
    end
    else begin 
        if(pc) comp_inst = inst[31:16];
        else comp_inst = inst[15:0]; 
    end
    end
    always_comb begin  
    if (illegal) begin  
    case (comp_opcode)
       2'b00 : next_comp16 =1'b1;
       2'b01 : next_comp16=1'b1;
       2'b10 : next_comp16=1'b1;
       2'b11 : next_comp16 =1'b0; 
        default: next_comp16 =1'b0;
    endcase
    end
    else next_comp16= 1'b0;
    end
    always_comb begin  
        if (~next_comp16) compressed_inst_out = inst;
        else begin 
            case (comp_opcode)
            2'b00 : begin 
                    case (comp_func3)
                    3'b000 :  compressed_inst_out = inst_addi_14_sp;
                    3'b010 :  compressed_inst_out = inst_load;
                    3'b110 :  compressed_inst_out = inst_store;
                    default compressed_inst_out = 32'h0000_0013; 
                    endcase
                end 
            2'b01 : begin 
                    case(comp_func3)
                    3'b000 : begin 
                            if (comp_inst[11:7] == 5'b0) compressed_inst_out = 32'h0000_0013; 
                            else compressed_inst_out = inst_i_type;
                            end
                    3'b001 : compressed_inst_out = inst_jal;
                    3'b010 : compressed_inst_out = inst_LI;
                    3'b011 : begin  if (rd == 5'h02 & rd!=5'h00)  compressed_inst_out = inst_addi_16_sp;
                                    else compressed_inst_out = inst_LUI;
                            end
                    3'b100 : begin 
                            case (comp_inst[11:10])
                            2'b00 : compressed_inst_out = inst_sRLI;
                            2'b01 : compressed_inst_out = inst_sRAI;
                            2'b10 : compressed_inst_out = inst_ANDI;
                            2'b11 : begin 
                                    case (comp_inst[6:5])
                                    2'b00 : compressed_inst_out = inst_SUB;
                                    2'b01 : compressed_inst_out = inst_XOR;
                                    2'b10 : compressed_inst_out = inst_OR;
                                    2'b11 : compressed_inst_out = inst_AND;
                                    endcase
                                    end
                            default compressed_inst_out = 32'h0000_0013;
                            endcase
                            end
                    3'b101 : compressed_inst_out = inst_j;
                    3'b110 : compressed_inst_out = inst_branch_equal;
                    3'b111 : compressed_inst_out = inst_branch_not;
                    endcase
                    end
            2'b10 : begin 
                    case (comp_func3)
                    3'b000 : compressed_inst_out = inst_SLLI;
                    3'b010 : compressed_inst_out =inst_load_stack;
                    3'b100 :  begin
                        case(comp_inst[12])
                        1'b0 : begin 
                            if((rs2 == 5'h00) & (rs1!=5'h00)) compressed_inst_out = inst_jr;
                            else compressed_inst_out = inst_MV;
                                end
                        1'b1 : begin
                            if ((rs1==5'h00) & (rs2 == 5'h00)) compressed_inst_out =inst_E_Break;
                            else if ((rs1!=5'h00) & (rs2 == 5'h00))compressed_inst_out= inst_jalr;
                            else compressed_inst_out = inst_ADD;
                        end
                        endcase
                                end 
                    3'b110 : compressed_inst_out = inst_store_stack;
                    default compressed_inst_out = 32'h0000_0013;
                    endcase
                    end
            2'b11 : compressed_inst_out = inst;
            endcase
        end
    end
    always_comb begin   
        inst_load_stack = { {comp_load_i_type}, {5'h02} , {comp_func3} , {rs1}, {load_opcode}};      
        inst_store_stack = {{comp_imm_stack_store[11:5]} , {rs2}, {5'h02},{3'b010}, {comp_imm_stack_store[4:0]}, {store_opcode}};    
        inst_load = {{comp_imm_load_store}, {comp_rs1}, {comp_func3}, {comp_rd}, {load_opcode}};     
        inst_store = {{comp_imm_load_store[11:5]}, {comp_rs2},{comp_rs1}, {3'b010}, {comp_imm_load_store[4:0]}, {store_opcode}};     
        inst_jal = {  {{imm_jump[19]},{imm_jump[9:0]},{imm_jump[10]},{imm_jump[18:11]}} , {5'h01}, {Jal_opcode}};   
        inst_j = {  {{imm_jump[19]},{imm_jump[9:0]},{imm_jump[10]},{imm_jump[18:11]}} , {5'h00}, {Jal_opcode}};     
        inst_jr = {{12'h0} , {rs1} , {3'b0}, {5'h00}, {Jalr_opcode}};    
        inst_jalr= {{12'h0} , {rs1} , {3'b0}, {5'h01}, {Jalr_opcode}};   
        inst_branch_equal = {{{comp_imm_branch[11]} , {comp_imm_branch [9:4]}} ,{5'h00} ,  {comp_rs1} , {3'b000} , {{comp_imm_branch[3:0]},{comp_imm_branch[10]}} ,  {B_type_opcode}};   
        inst_branch_not = {{{comp_imm_branch[11]} , {comp_imm_branch [9:4]}} ,{5'h00} ,  {comp_rs1} , {3'b001} , {{comp_imm_branch[3:0]},{comp_imm_branch[10]}} ,  {B_type_opcode}};     
        inst_LI = {{imm_Li}, {5'h00} , {3'b0} , {rd} , {I_type_opcode}};                                 
        inst_LUI = { {imm_LUI} , {rd} , {LUI_opcode}};                                                   
        inst_i_type = { {comp_i_tpye} , {rs1} , {comp_func3} , {rs1} , {I_type_opcode}}  ;               
        inst_addi_16_sp = {{imm_LUI_addi_16_sp} , {5'h02} , {LUI_opcode}};                               
        inst_addi_14_sp = {{comp_addi_14_sp}, {5'h02} , {comp_func3} , {comp_rd} , {I_type_opcode}};     
        inst_SLLI = {{7'b0} , {imm_sLLI} ,{rs1} , {3'b001}, {rs1}, {I_type_opcode}};                     
        inst_sRLI = {{7'b0} , {imm_sLLI} ,{comp_rs1} , {3'b101}, {comp_rs1}, {I_type_opcode}};           
        inst_sRAI = {{7'b0100000} , {imm_sLLI} ,{comp_rs1} , {3'b101}, {comp_rs1}, {I_type_opcode}};     
        inst_ANDI = {{imm_ANDI} ,{comp_rs1}, {3'b111}, {comp_rs1}, {I_type_opcode}};                     
        inst_ADD = {{7'b0}, {rs2}, {rs1}, {3'b0} , {rs1} , {R_type_opcode} };                            
        inst_MV ={{7'b0}, {rs2}, {5'b0}, {3'b0} , {rs1} , {R_type_opcode} };                             
        inst_AND = {{7'b0}, {comp_rs2}, {comp_rs1}, {3'b111} , {comp_rs1} , {R_type_opcode} };            
        inst_OR = {{7'b0}, {comp_rs2}, {comp_rs1}, {3'b110} , {comp_rs1} , {R_type_opcode} };             
        inst_XOR = {{7'b0}, {comp_rs2}, {comp_rs1}, {3'b100} , {comp_rs1} , {R_type_opcode} };            
        inst_SUB = {{7'b0100000}, {comp_rs2}, {comp_rs1}, {3'b000} , {comp_rs1} , {R_type_opcode} };      
	    inst_E_Break ={{12'b000000000001},{5'b0},{3'b0},{5'b0},{7'b1110011}};
    end
endmodule
module c_misalign (
    input   logic           clk, 
    input   logic           reset, 
    input   logic           sel_for_branch,
    input   logic   [31:0]  pc_in, 
    input   logic   [31:0]  inst_in,
    output  logic           stall_pc,
    output  logic           pc_misaligned_o,
    output  logic   [31:0]  pc_out, 
    output  logic   [31:0]  inst_out
);
    logic [15:0] upper_16;
    logic [31:0] conc_32_misallign;
    logic is_missaligned, next_misaligned;
    typedef enum logic[1:0] {s0 = 2'b00, s1= 2'b01, s2=2'b10} states;
    states current_state, next_state;
    always_comb begin  
        if((inst_in[17:16] == 2'b11) )begin
             is_missaligned =1'b1;
        end
        else is_missaligned =1'b0;
    end
    always_ff @( posedge clk  ) begin    
        if (reset) next_misaligned<=1'b0;
        else next_misaligned<=is_missaligned;
    end
    always_ff @( posedge clk ) begin  
        if (reset) upper_16 <=16'b0;
        else begin
        if (current_state != s1) begin 
            if (is_missaligned & (current_state == s0)) upper_16<= inst_in[31:16];
            else if ((next_misaligned)& (current_state == s2))upper_16<=conc_32_misallign[31:16];
        end
        else upper_16 <=upper_16;
    end
    end
    always_ff @( negedge clk ) begin  
        if (reset) conc_32_misallign<=32'b0;
        else begin 
            if (current_state == s1) conc_32_misallign<=inst_in;
            else if (current_state == s0) conc_32_misallign<=32'b0;
        end
    end
    always_ff @( posedge clk ) begin  
        if (reset) current_state<=s0;
        else current_state<=next_state;
    end
    always_comb begin   
        stall_pc = 1'b0;
        pc_out=pc_in;
        inst_out=inst_in;
        pc_misaligned_o =1'b0;
        case(current_state)
        s0 : begin  
                pc_out=pc_in;
                inst_out=inst_in;
                stall_pc=1'b0;
                pc_misaligned_o =1'b0;
                if (is_missaligned) next_state = s1;
                else begin 
                    next_state =s0;
                end
        end
        s1 : begin  
            pc_out = pc_in+32'd2;
            inst_out =32'h0000_0013;
            stall_pc =1'b1;
            pc_misaligned_o =1'b1;
            if (sel_for_branch) next_state = s0;   
            else  next_state =s2;            
        end
        s2 : begin   
            inst_out = {{conc_32_misallign[15:0]},{upper_16}};
            pc_out = pc_in; 
            pc_misaligned_o =1'b1;
            stall_pc = 1'b0;
            if (sel_for_branch) next_state=s0;
            else begin
                if (next_misaligned ) next_state =s1;         
                else next_state =s0;
            end
        end
        default next_state =s0;
        endcase
    end
endmodule
module c_top(
    input   logic           clk,
    input   logic           reset_i,
    input   logic   [31:0]  pc_i,
    input   logic   [31:0]  instr_i,
    input   logic           br_taken_i,
    output  logic   [31:0]  pc_realigned_o,
    output  logic           pc_half_o,
    output  logic           stall_o,
    output  logic   [31:0]  instr_o
);
    logic                   pc_misalign;
    logic           [31:0]  instruction;
c_misalign misalign (
    .clk                    (clk), 
    .reset                  (reset_i), 
    .sel_for_branch         (br_taken_i),
    .pc_in                  (pc_i), 
    .inst_in                (instr_i),
    .stall_pc               (stall_o),
    .pc_misaligned_o        (pc_misalign),
    .pc_out                 (pc_realigned_o), 
    .inst_out               (instruction)
);
c_decode decode (
    .inst                   (instruction),
    .pc                     (pc_i[1]),
    .pc_missallign        (pc_misalign),  
    .next_comp16            (pc_half_o), 
    .compressed_inst_out    (instr_o)
);
endmodule
```
==> Changelog: implementation <==
### Physical design

- # Post-CTS Setup Buffers: 0
- Clk sinks: roughly 52
- Primary FF master, synth: dfxtp_1
- Htree depth: 2
- Post-detailed-route count of antenna-violating nets: 0
- Core area: 0.01211 sq mm
- Startpoint Class: flip-flop
- Synth Area per Inst: 7.041 sq um
- Fraction of layout cells with a size suffix above 1: about 7.5%
- Routed WL: 20460 um
- RSZ-0062 raised after global routing: no
- Cell count after synthesis: around 700
- Status: complete, no violations
- Slew margin rel.: 53.16%
- Maximum vdd drop: 0.0001790 V
- Final setup violation count: 0
- Pwr/cell area: 150.8 mW/mm^2
- Final hold viol count: 0
- Yosys warning tally: 2
- Die Y: 113.9 um
- Initial antenna violation count: 0
- TritonCTS clock tree: yes
- Sequential area share after synthesis: about a fifth
- Slew of the pin with the lowest slew margin: approximately 0.70 ns
- Final Max Slew Viols: 0
- Overflow left after global routing: 0
- Arr. time, crit path: 5.55 ns
- Cts hold-fix bufs: 0
- Drt drc: 0
- # diodes: 0
- Async S/R FF share, synth: 0%
- DRT Pass-1 Iters: 5
- Tot Pwr: 1013 uW
- Die ar.: 0.01297 sq mm
- Largest net degree at the start of global routing: 57
- Synthesized area: between 0.005 and 0.006 sq mm
- Kind of critical path: flip-flop to output port
- Met2 track demand over resource: 47.44%
- Distinct cells, synth: 71
- Gpl congestion: 1.011
- Vias in the first global route: 5607
- CTS clock-pin slew for the worst setup and hold paths: 0.03 ns
- Synth-to-layout area growth: 34.12%
- Max cap viols: 0
- Flip-flops with a built-in enable: 0
- Die W: roughly 110 um
- CP Capture Type: output port
- Lkg Pwr: 0.002438 uW
- Total GRT Usage: 32.02%
- Worst Hold Class: flip-flop to flip-flop
- Top cells by area: dfxtp_1 (21%), nand2_1 (6.7%), nor2_1 (6.7%), a21oi_1 (5.8%), a22oi_1 (4.3%)
- GR Util met3: 7.038%
- Yosys stat area: 0.005006 sq mm
- Worst path required time: ~5.8 ns
- CTS root buffer: clkbuf_16
- #FFs+latches synth: between 50 and 60
- # rows: 40
- Setup_tns: 0 ns
- Worst Path Max Fanout: 2
- CTS Buf Count: 5
- DPL Wire Length: 15150 um
- Via-to-Cell Ratio: 6.095
- Io pins: ~130
- Resize count post-CTS: 0
- Clock skew: 0.08516 ns
- Routed via count: roughly 6.2k
- Clock buffer depth: 2
- DRT iter0 DRCs: 509
- Area leader, netlist: dfxtp_1
- Drt wl/cell: 20.13 um
- Gr busiest metal: met2
- FP Core Util: between 40 and 50%
- Clk latency of the worst-skew pair: 0.37 ns
- Top cells by count: nand2_1 (90), nor2_1 (90), a21oi_1 (58)
- # Cells Yosys: between 700 and 800
- Number of port buffers: 130
- Total tool warning count: 57
- Synth top area share: 20.79%
- Grt met1 use: 47.09%
- Global-route wire length before repair: 31620 um
[path summary, 6_finish.rpt]
path	startpoint	endpoint	slack, ns	cells past startpoint
min	misalign.conc_32_misallign[23]	misalign.conc_32_misallign[23]	0.48	2
max	misalign.conc_32_misallign[8]	instr_o[24]	0.29	4
min reg2reg	misalign.conc_32_misallign[23]	misalign.conc_32_misallign[23]	0.48	2
max reg2reg	misalign.current_state[2]	misalign.conc_32_misallign[1]	2.01	4
[stage by stage]
stage	cell area (sq um)	hold slack (ns)	setup slack (ns)	util [%]	instances
floorplan	5006	0.4532	1.260	-	711
global placement	6461	0.4687	0.6748	53.35	978
detailed placement	6461	0.4761	0.6710	53.35	978
CTS	6714	0.4889	0.2908	55.43	1016
global route	6714	0.5008	0.1280	55.43	1016
finish	6714	0.4846	0.2851	55.43	1016
[routing by layer]
| metal | vias to the layer above | part of all wire, % |
|---|---|---|
| li1 | 2934 | - |
| met1 | 2852 | 43 |
| met2 | 356 | 43 |
| met3 | 51 | 11 |
| met4 | 0 | 3.2 |
| met5 | - | 0 |
[worst max-delay path, cell delays in order, from the launching register on]
cell             delay [ns]
dfxtp_1                0.29
a22oi_1                0.22
nor2_1                 0.10
or4_1                  0.51
clkdlybuf4s50_1        0.42
[where the power goes]
part           internal, uW  switching, uW  total, uW
Clock                   149            139        288
Sequential              296           9.17        305
Combinational           190            229        419
Total                   635            378       1010
[final cells by class]
| cell class | instances | area [sq um] |
|---|---|---|
| fillers | 1152 | 5398 |
| multi-input cells | 592 | 3643 |
| repair buffers | 164 | 1556 |
| flip-flops and latches | 52 | 1044 |
| well taps | 168 | 210.2 |
| clock buffers | 6 | 128.9 |
| clock inverters | 33 | 127.6 |
| inverters | 1 | 3.754 |
[layout by cell type, fill, tap and decap left out, types with 25 or more instances in the layout]
master           instances
a21oi_1                 58
dfxtp_1                 50
nor2_1                  89
buf_4                   34
o21ai_0                 33
a22oi_1                 29
inv_1                   33
nand2_1                 90
clkdlybuf4s50_1        130
nand3_1                 34
nor3b_1                 25
[flip-flops by register name, indices dropped and copies added (netlist names)]
register and flops:
misalign.conc_32_misallign 32, misalign.upper_16 16, misalign.current_state 3, misalign.next_misaligned 1
[logic make-up after synthesis]
logic type / count (synthesis) / synth area share (%)
flops: 52 / 20.79
xor+xnor: 30 / 5.249
compound gates: 251 / 35.14
mux: 23 / 4.749
fa+ha+maj: 1 / 0.2499
simple gates: 287 / 27.34
buf+inv: 67 / 6.473
No activity file was given, so power comes from the tool's default toggle rates.
